### flow/design.v
module hpi_io_intf( input        Clk, Reset,
                    input [1:0]  from_sw_address,
                    output[15:0] from_sw_data_in,
                    input [15:0] from_sw_data_out,
                    input        from_sw_r, from_sw_w, from_sw_cs, from_sw_reset,  
                    inout [15:0] OTG_DATA,
                    output[1:0]  OTG_ADDR,
                    output       OTG_RD_N, OTG_WR_N, OTG_CS_N, OTG_RST_N  
                   );
logic [15:0] from_sw_data_out_buffer;
always_ff @ (posedge Clk)
begin
    if(Reset)
    begin
        from_sw_data_out_buffer <= 16'b0;
        OTG_ADDR                <= 2'b0;
        OTG_RD_N                <= 1;
        OTG_WR_N                <= 1;
        OTG_CS_N                <= 1;
        OTG_RST_N               <= 0;
        from_sw_data_in         <= 16'b0;
    end
    else 
    begin
        from_sw_data_out_buffer <= from_sw_data_out;
        OTG_ADDR                <= from_sw_address;
        OTG_RD_N                <= from_sw_r;
        OTG_WR_N                <= from_sw_w;
        OTG_CS_N                <= from_sw_cs;
        OTG_RST_N               <= from_sw_reset;
        from_sw_data_in         <= OTG_DATA;
    end
end
assign OTG_DATA = from_sw_w ? 16'bZ : from_sw_data_out_buffer;  
endmodule 
### flow/run.sh
#!/bin/bash
# OpenROAD 26Q1-2900-gdf79404cd8, Yosys 0.63+post, stock flow scripts
make -C /OpenROAD-flow-scripts/flow DESIGN_CONFIG=/design/flow/config.mk WORK_HOME=/design/flow/orfs finish
### flow/config.mk
export PLATFORM = sky130hd
export DESIGN_NAME = hpi_io_intf
export DESIGN_NICKNAME = hpi_io_intf
export VERILOG_FILES = /design/flow/design.v
export SDC_FILE = /design/flow/constraint.sdc
export NUM_CORES = 4
export LEC_CHECK = 1
export CORE_AREA = 10 10 110 110
export DIE_AREA = 0 0 120 120
### flow/constraint.sdc
current_design hpi_io_intf

set clk_period 1.0
set clk_io_pct 0.2

create_clock -name clk0 -period $clk_period [get_ports {Clk}]

set non_clock_inputs [all_inputs -no_clocks]
set_input_delay [expr $clk_period * $clk_io_pct] -clock clk0 $non_clock_inputs
set_output_delay [expr $clk_period * $clk_io_pct] -clock clk0 [all_outputs]
==> results.toml <==
# physical design summary
[synth]
synthCells = 80
synth_top_cell_by_area = "dfxtp_1"
yosysWarnings = 14
ys_ff = 38
top_area_share_pct = 73.5
synth.avg_cell_area_sq_um = 12.9
ys_types = 6
yosys-stat-area_sq_mm = 0.00103
synthTopCellsByArea = "dfxtp_1, nor2b_1, and2b_1"
yosys.stat.seqShare_pct = 73.5
synth_area_sq_mm = 0.00103
yosysCellCount = 80

[clocking]
cts_buffers = 5
cts_sinks = 38
clockBufferDepth = 2
h-tree-depth = 2
post_cts_buffers = 0
ctsHoldBuffers = 0
cts_resized = 56
cts-root-buf = "clkbuf_8"

[place]
gp_congestion = 0.706
dp_hpwl_mm = 2.41
dpl_cell_area_sq_mm = 0.00166
io_buffers = 45

[floorplan]
io_pins = 62
die_w_um = 120
fp_util_pct = 10.6
row_count = 36
fp.dieH_um = 120

[outcome]
outcome = "did not finish"
stop_stage = "4_1_cts"
error = "[error] [KeplerFormal.cpp:679] Workflow failed: Iso has multiple drivers: .OTG_DATA0, OTG_DATA[0]$_SDFF_PP0_.Q0"
## Yosys cell counts
| cell | count |
|---|---|
| dfxtp_1 | 38 |
| nor2b_1 | 32 |
| and2b_1 | 3 |
| or2_1 | 3 |
| buf_2 | 2 |
| buf_6 | 2 |
## per-stage QoR
| stage | instances | power (mW) | setup slack, ns | setup TNS (ns) |
|---|---|---|---|---|
| 3_3_place_gp | 256 | 1.93 | -0.205 | -4.88 |
| 3_5_place_dp | 256 | 1.93 | -0.211 | -5.00 |
| 2_1_floorplan | 80 | 1.71 | 0.242 | 0 |
## logic make-up after synthesis
logic type / after synthesis / share of synthesized area, %
DFF: 38 / 73.5
and+or+nand+nor: 38 / 23.3
buffers and inverters: 4 / 3.14
Power is estimated from default activity; no workload was simulated.
