**design/flow/run.sh**
```bash
#!/bin/bash
# OpenROAD 26Q1-2900-gdf79404cd8, Yosys 0.63+post, stock flow scripts
make -C /OpenROAD-flow-scripts/flow DESIGN_CONFIG=/design/flow/config.mk WORK_HOME=/design/flow/orfs finish
```
**design/flow/config.mk**
```make
export PLATFORM = sky130hd
export DESIGN_NAME = tristate
export DESIGN_NICKNAME = tristate
export VERILOG_FILES = /design/flow/design.v
export SDC_FILE = /design/flow/constraint.sdc
export NUM_CORES = 4
export LEC_CHECK = 1
export CORE_AREA = 10 10 80 80
export DIE_AREA = 0 0 90 90
```
**design/flow/constraint.sdc**
```tcl
current_design tristate

set clk_period 1.0
set clk_io_pct 0.2

create_clock -name clk0 -period $clk_period [get_ports {Clk}]

set non_clock_inputs [all_inputs -no_clocks]
set_input_delay [expr $clk_period * $clk_io_pct] -clock clk0 $non_clock_inputs
set_output_delay [expr $clk_period * $clk_io_pct] -clock clk0 [all_outputs]
```
**design/flow/design.v**
```verilog
module tristate #(N = 16) (
	input logic Clk, 
	input logic tristate_output_enable,
	input logic tristate_input_enable,
	input logic [N-1:0] Data_write,  
	output logic [N-1:0] Data_read,  
	inout wire [N-1:0] Data  
);
logic [N-1:0] Data_write_buffer, Data_read_buffer;
always_ff @(posedge Clk)
begin
	Data_read_buffer <= Data;
	Data_write_buffer <= Data_write;
end
assign Data = tristate_output_enable ? Data_write_buffer : {N{1'bZ}};
assign Data_read = tristate_input_enable ? Data_read_buffer : {N{1'bZ}};
endmodule
```
==> deck_impl_summary.md <==
Flow Results at a Glance

Final timing
  • Worst hold slack: 0.144 ns
  • Final Setup Violations: 0
  • Slew @ Worst Pin: 0.0682 ns
  • Sum Neg Setup Slack: 0 ns
  • Min cycle time layout: 0.974 ns
  • Period utilization: 0.974
  • Slew margin rel.: 0.954
  • Final Hold Vio Count: 0
  • RSZ-0062 raised after global routing: false
  • Highest Clock Rate: 1030 MHz
  • Skew final: 0.00367 ns
  • Fin. max-slew vios: 0

Clock tree
  • CTS tree: yes
  • Clock transition at the registers of the reported paths: 0.06 ns
  • Setup bufs post-CTS: 0
  • TritonCTS buffer count: 5
  • Sink Count: 32
  • # H-tree levels: 2
  • Clock Latency Late Sink: 0.27 ns
  • Clk root buf: clkbuf_8
  • Clock Path Buffers: 2

Floorplan
  • Floorplan utilization: 0.136
  • Die area: 0.00810 mm²
  • IO Pins: 51
  • FP Rows: 25
  • Die X: 90 µm
  • Die y size: 90 µm
  • Core Region: 0.00472 mm²

Place
  • Placed cell count: 131
  • GPL Wtd Cong: 0.627
  • Count of buffers from port buffering: 32

Setup path
  • Worst endpoint data arrival time: 1.13 ns
  • Bufs and invs on worst path: 1
  • Crit Path Class: register to register
  • CP max stage cell: dlygate4sd3_1
  • Critical path required time: 1.15 ns
  • Crit path launch type: register
  • Crit-path cells: dlygate4sd3_1
  • Worst path top cell family by delay: buffers and inverters
  • Crit path max fanout: 2
  • CP max stage delay: 0.55 ns
  • Critical path capture point type: register

Cells and area
  • Non-Filler Instances: 154
  • Most frequent logic cell in the layout: dfxtp_1
  • Comb. cell area: 0 µm²
  • Fill count: 482
  • Dominant logic cell types in the final layout: dfxtp_1 (26), clkdlybuf4s50_1 (16), dlygate4sd3_1 (13)
  • Flip-flop and latch area: 648 µm²
  • Final Util: 0.273
  • Area delta synth->final: 102%
  • Share of cells above drive strength 1: 0.207
  • Number of logic gates: 0

Global routing
  • Largest net degree at the start of global routing: 10
  • GR Overflow Total: 0
  • Global-route wire length before repair: 2.91 mm
  • Antenna violations before repair: 0
  • Tot GR Track Use: 0.0448
  • Vias in the first global route: 513

Status
  • Status: complete, no violations

Synthesis
  • Ys flops: 32
  • Top-area cell share: 1.00
  • Seq share, synth: 1.00
  • Cell area leaders: dfxtp_1 (100%)
  • Yosys cell count: 32
  • Cell type with the largest total area: dfxtp_1
  • Cells after Synth: 32
  • Synthesis Warnings: 3
  • Area reported by Yosys stat: 641 µm²
  • Mean post-synth cell area: 20.0 µm²
  • Mapped cell area: 641 µm²
  • Number of distinct library cells after synthesis: 1

Power and ir drop
  • Power per cell area: 1970 mW/mm²
  • Leakage power total: 0.547 nW
  • Peak supply drop: 628 µV

Detailed routing
  • Post-Route WL: 1.83 mm
  • Ant diodes: 0
  • Drt first pass iters: 2
  • DRT antenna net count: 0
  • DR vias/cell: 2.81
  • DRC viols: 0
  • Detailed-route wire length per cell: 11.9 µm
  • Detailed-route via count: 432
  • DR iter-0 viols: 7

Flow run
  • Max_cap viols: 0
  • Tool warnings: 27

Worst hold path
  • Hold Crit Class: input pin to register
[worst paths after layout]
kind | startpoint | end | slack (ns) | cells after the start
max | Data[6]$_DFF_P_ | Data_read_buffer[6]$_DFF_P_ | 0.03 | 1
max reg2reg | Data[6]$_DFF_P_ | Data_read_buffer[6]$_DFF_P_ | 0.03 | 1
min reg2reg | Data[5]$_DFF_P_ | Data_read_buffer[5]$_DFF_P_ | 0.53 | 1
min | Data[13] | Data_read_buffer[13]$_DFF_P_ | 0.14 | 1
[sequential cells by signal, indices dropped and copies added (netlist names)]
register	count
Data_read_buffer	16
Data	16
[through the flow]
stage / setup WS [ns] / total power [mW] / cell area, µm²
after floorplan: 0.525 / 1.37 / 641
after global placement: 0.0132 / 1.52 / 1040
after detailed placement: 0.0114 / 1.52 / 1040
after CTS: 0.00234 / 2.60 / 1310
after global routing: 0.00276 / 2.67 / 1290
final: 0.0262 / 2.54 / 1290
[synth_stat cells]
cell	number
dfxtp_1	32
[where the power goes]
group          switching, mW  leakage [nW]  internal, mW  total, mW
Sequential            0.0219         0.270          1.35       1.37
Clock                  0.408        0.0503         0.611       1.02
Combinational         0.0221         0.227         0.129      0.151
Total                  0.452         0.547          2.09       2.54
[area by class of cell]
type                  count  share of cell area
Sequential cell          32               0.502
Timing Repair Buffer     48               0.359
Clock buffer              7              0.0746
Tap cell                 67              0.0649
[per-layer routing]
metal,wire (µm),GRT usage
met1,633,0.0445
met2,908,0.0763
met3,257,0.0319
met4,32,0.00663
met5,0,0
[kinds of logic (layout without fill, tap and decap cells)]
family,after synthesis,after routing,synth area share
flip-flops,32,32,1.00
buffers and inverters,0,55,0
[repair_timing]
action,in CTS,in global routing
gates resized,35,11
endpoints found under the setup margin,16,8
hold buffers,16,0
hold endpoints to repair,16,0
No activity file was given, so power comes from the tool's default toggle rates.
